## config.mk

```make
export PLATFORM = sky130hd
export DESIGN_NAME = ClockDivider
export DESIGN_NICKNAME = ClockDivider
export VERILOG_FILES = /design/flow/design.v
export SDC_FILE = /design/flow/constraint.sdc
export NUM_CORES = 4
export LEC_CHECK = 1
export CORE_AREA = 10 10 102 102
export DIE_AREA = 0 0 112 112
```

## constraint.sdc

```tcl
current_design ClockDivider

set clk_period 5.1
set clk_io_pct 0.2

create_clock -name clk0 -period $clk_period [get_ports {clk_50MHz}]

set non_clock_inputs [all_inputs -no_clocks]
set_input_delay [expr $clk_period * $clk_io_pct] -clock clk0 $non_clock_inputs
set_output_delay [expr $clk_period * $clk_io_pct] -clock clk0 [all_outputs]
```

## design.v

```verilog
module ClockDivider(
	input clk_50MHz, 		 
	input set_n, 			 
	output reg clk_1Hz 	 
);
	reg [25:0] counter;
	always @ (posedge clk_50MHz or negedge set_n)
		begin
			if (!set_n)
				begin
					counter <= 0;
					clk_1Hz <= 0;
				end
			else if (counter == 24999999)
				begin
					counter <= 0;
					clk_1Hz <= ~clk_1Hz;
				end
			else
				begin
					counter <= counter + 1;
				end
		end
endmodule
```

## run.sh

```bash
#!/bin/bash
# OpenROAD 26Q1-2900-gdf79404cd8, Yosys 0.63+post, stock flow scripts
make -C /OpenROAD-flow-scripts/flow DESIGN_CONFIG=/design/flow/config.mk WORK_HOME=/design/flow/orfs finish
```

==> run_results.csv <==
group,metric,value,unit
status,run_status,"finished clean",
drt,final_antenna_net_count,0,
clock_network,count_of_hold_buffers_inserted_by_post_cts_repair,0,
floorplan,fp.coreArea,8220,sq um
sta,timing.setup.tns,0,ns
power,leakagePower,0.000589,uW
sta,finalWorstPathRequiredPeriod,2.25,ns
grt,total_track_usage,3.69,%
floorplan,pin_count,3,
clock_network,cts_repair_resize_count,0,
worst_setup_path,worst-endpoint-arrival,2.44,ns
worst_setup_path,timing.critical_path.from_type,"register",
final_layout,layout-area-overhead-vs-synth,14.5,%
grt,overflow,0,
drt,post-route-drc-count,0,
synth,post_synthesis_cell_type_count,29,
synth,yosysChipArea,1330,sq um
synth,syn_area,1330,sq um
drt,detail_route.antenna_diodes,0,
synth,synth_top_flop_cell,"sky130_fd_sc_hd__dfrtp_1",
grt,grt_max_degree,28,
synth,postSynthRegisterBits,27,
sta,skew,0.00333,ns
synth,enable_flop_cells,0,
grt,grt_pass1_vias,853,
final_layout,drive_above_1_share,10.6,%
final_layout,final_cells,237,
synth,synthesis.area_per_instance,10.5,sq um
sta,final.setup.worst_slack,2.85,ns
clock_network,tritoncts_num_sinks,27,
clock_network,ctsLongestPathBuffers,2,
placed_design,numPortBuffers,2,
worst_setup_path,crit_path_end_kind,"register",
final_layout,layout.filler_cells,885,
grt,grt_pass1_wl,4050,um
drt,drt_iter0_markers,46,
sta,timing.final.crit_share,44.0,%
placed_design,gp_congestion,0.816,
sta,worst_relative_slew_slack,49.9,%
clock_network,cts_inserted_buffers,3,
sta,clock.fmax,445,MHz
synth,synth_seq_share,50.8,%
synth,yosysCellCount,127,
drt,finalWirelength,2360,um
drt,avgViaCountPerCell,4.01,
floorplan,floorplan.core_util,16.2,%
synth,synth.yosys.warnings,1,
floorplan,fp.dieW,112,um
placed_design,pre_cts_ws,2.87,ns
flow_run,warnings,25,
floorplan,die_y,112,um
sta,timing_hold_violations_final,0,
clock_network,deepest_level_of_the_cts_h_tree,1,
clock_network,cts_tree,"yes",
worst_setup_path,crit_path_class,"register to register",
sta,timing.hold.ws,0.470,ns
flow_run,max_cap_viol_count,0,
drt,routed-via-count,950,
sta,final_max_slew_viol_count,0,
final_layout,layout.cells.most_common_list,"sky130_fd_sc_hd__dfrtp_1 (27), sky130_fd_sc_hd__xnor2_1 (10), sky130_fd_sc_hd__nor2_1 (10), sky130_fd_sc_hd__nand3_1 (9), sky130_fd_sc_hd__xor2_1 (9)",
clock_network,cts.clk_slew.worst_paths,0.09,ns
drt,drt-wirelength-per-cell,9.94,um
sta,slew_of_the_pin_with_the_lowest_slew_margin,0.745,ns
synth,asyncSetResetFlopFracSynth,100,%
worst_setup_path,crit_path_max_fanout,11,
synth,postSynthCellCount,127,
placed_design,dp.final_hpwl,1700,um
final_layout,layout_top_cell_excl_fill_tap,"sky130_fd_sc_hd__dfrtp_1",
sta,unrepaired_setup_endpoints_after_global_routing,"no",
clock_network,cts_setup_buffers,0,
floorplan,chip_area,12500,sq um
placed_design,dp.cells,233,
worst_setup_path,worst-endpoint-required,5.30,ns
clock_network,cts-root-buf,"sky130_fd_sc_hd__clkbuf_8",
power,power_density,222,nW/um^2
floorplan,std_cell_rows,33,
min_path,worst_hold_path_type,"register to register",
grt,number_of_antenna_violations_at_the_first_check_in_global_routing,0,
clock_network,clk_latency,0.27,ns
sta,report.final.setup_viol,0,
drt,firstDrtPassIters,4,
power,vdd_ir_drop_max,0.000102,V
sequential cells by signal, summed over array words and instances, names as in the netlist:
register and flops:
clk_1Hz 1, counter 26
cell families after synthesis:
family	share of synthesized area [%]
and+or+nand+nor	27.7
DFF	50.8
xor gates and xnor gates	12.5
AOI/OAI and AO/OA	5.37
buffers and inverters	2.64
adders and majority gates	0.941
metal layers:
metal / global-route usage, % / wire, um / up-vias
met5: 0 / 0 / -
met4: 0 / 0 / 0
met3: 1.19 / 83 / 0
met2: 5.67 / 1060 / 9
met1: 5.29 / 1210 / 468
li1: - / - / 473
final timing paths:
kind,depth (start not counted),slack [ns],endpoint,start
setup / recovery,6,2.85,clk_1Hz$_DFFE_PN0N_,counter[0]$_DFF_PN0_
hold / removal,1,0.47,clk_1Hz$_DFFE_PN0N_,clk_1Hz$_DFFE_PN0N_
setup reg to reg,6,2.85,clk_1Hz$_DFFE_PN0N_,counter[0]$_DFF_PN0_
hold reg to reg,1,0.47,clk_1Hz$_DFFE_PN0N_,clk_1Hz$_DFFE_PN0N_
max in group asynchronous,2,3.72,clk_1Hz$_DFFE_PN0N_,set_n
min in group asynchronous,2,1.13,counter[24]$_DFF_PN0_,set_n
cells in the mapped netlist (2+ instances only):
master	n	area, sq um
sky130_fd_sc_hd__or4_1	2	15.0
sky130_fd_sc_hd__xor2_1	9	78.8
sky130_fd_sc_hd__xnor2_1	10	87.6
sky130_fd_sc_hd__dfrtp_1	27	676
sky130_fd_sc_hd__nor4_1	8	50.1
sky130_fd_sc_hd__and2_1	2	12.5
sky130_fd_sc_hd__or3_2	3	22.5
sky130_fd_sc_hd__a21oi_1	5	25.0
sky130_fd_sc_hd__nand3_1	9	45.0
sky130_fd_sc_hd__nand4_1	7	43.8
sky130_fd_sc_hd__o21ai_0	3	15.0
sky130_fd_sc_hd__nor3_1	4	20.0
sky130_fd_sc_hd__o31ai_1	3	22.5
sky130_fd_sc_hd__and4_1	2	17.5
sky130_fd_sc_hd__nor2_1	10	37.5
sky130_fd_sc_hd__nand2_1	7	26.3
sky130_fd_sc_hd__inv_1	4	15.0
metrics by stage:
stage               total power (uW)  utilization [%]  instance area (sq um)
finish                           337             18.5                   1520
global route                     354             18.5                   1520
CTS                              344             18.5                   1520
detailed placement               224             18.0                   1480
global placement                 224             18.0                   1480
floorplan                        218                -                   1330
cell type report:
| type | count | area, sq um | share of cell area [%] |
|---|---|---|---|
| Timing Repair Buffer | 4 | 35.0 | 2.30 |
| Inverter | 4 | 15.0 | 0.987 |
| Sequential cell | 27 | 676 | 44.4 |
| Clock inverter | 1 | 5.00 | 0.329 |
| Clock buffer | 3 | 41.3 | 2.71 |
| Tap cell | 105 | 131 | 8.63 |
| Multi-Input combinational cell | 93 | 618 | 40.6 |
where the power goes:
| part | internal, uW | switching [uW] |
|---|---|---|
| clock | 54.6 | 63.5 |
| combinational | 1.18 | 4.06 |
| sequential | 214 | 0 |
worst max-delay path: stages, from the launching register on:
cell and delay, ns:
sky130_fd_sc_hd__dfrtp_1 0.39, sky130_fd_sc_hd__ha_1 0.23, sky130_fd_sc_hd__and2_1 0.21, sky130_fd_sc_hd__nand4_1 0.17, sky130_fd_sc_hd__nor4_2 0.72, sky130_fd_sc_hd__buf_4 0.31
sky130_fd_sc_hd__xor2_1 0.15
Power and IR drop assume default switching activity.
