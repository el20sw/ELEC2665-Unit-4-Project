### ./run.sh
#!/bin/bash
# OpenROAD 26Q1-2900-gdf79404cd8, Yosys 0.63+post, stock flow scripts
make -C /OpenROAD-flow-scripts/flow DESIGN_CONFIG=/design/flow/config.mk WORK_HOME=/design/flow/orfs finish
### ./config.mk
export PLATFORM = sky130hd
export DESIGN_NAME = BCDtoSevenSeg
export DESIGN_NICKNAME = BCDtoSevenSeg
export VERILOG_FILES = /design/flow/design.v
export SDC_FILE = /design/flow/constraint.sdc
export NUM_CORES = 4
export LEC_CHECK = 1
export CORE_AREA = 10 10 70 70
export DIE_AREA = 0 0 80 80
### ./constraint.sdc
current_design BCDtoSevenSeg

set clk_period 1.5
set clk_io_pct 0.2

create_clock -name clk0 -period $clk_period

set non_clock_inputs [all_inputs -no_clocks]
set_input_delay [expr $clk_period * $clk_io_pct] -clock clk0 $non_clock_inputs
set_output_delay [expr $clk_period * $clk_io_pct] -clock clk0 [all_outputs]
### ./design.v
module BCDtoSevenSeg (
	input [3:0] BCD, 				 
	output reg [6:0] SevenSeg	 
);
	wire [6:0] Segment;
	assign Segment[0] = !(BCD[1] | BCD[3] | (BCD[2] & BCD[0]) | (~BCD[2] & ~BCD[0]));
	assign Segment[1] = !(~BCD[2] | (~BCD[1] & ~BCD[0]) + (BCD[1] & BCD[0]));
	assign Segment[2] = !(~BCD[1] | BCD[2] | BCD[0]);
	assign Segment[3] = !(BCD[3] | (BCD[1] & ~BCD[0]) | (~BCD[2] & ~BCD[0]) | (~BCD[2] & BCD[1]) | (BCD[2] & ~BCD[1] & BCD[0]));
	assign Segment[4] = !((~BCD[2] & ~BCD[0]) | (BCD[1] & ~BCD[0]));
	assign Segment[5] = !(BCD[3] | (~BCD[1] & ~BCD[0]) | (BCD[2] & ~BCD[1]) | (BCD[2] & ~BCD[0]));
	assign Segment[6] = !(BCD[3] | (BCD[2] & ~BCD[0]) | (BCD[1] & ~BCD[0]) | (~BCD[2] & BCD[0]));
	always @ (*)
	begin
		SevenSeg[0] <= Segment[0];
		SevenSeg[1] <= Segment[1];
		SevenSeg[2] <= Segment[2];
		SevenSeg[3] <= Segment[3];
		SevenSeg[4] <= Segment[4];
		SevenSeg[5] <= Segment[5];
		SevenSeg[6] <= Segment[6];
	end
endmodule
==> results.yml <==
# generated from flow reports
status:
  status: "complete, no violations"
grt:
  grt_antenna_before_repair: 0
  maximum_number_of_pins_on_one_net_before_global_route_repair: 6
  wire_length_of_the_first_global_routing_pass_um: 910
  overflow_after_grt: 0
  grtUsageTotal: 0.0162
  grt_pass1_vias: 177
power:
  vdd.ir_drop.worst_v: 0.0000263
  total_switching_power_uw: 29.4
  p_per_area_mw_per_mm2: 212
  report.power.total_uw: 73.1
  power.clock.fraction: 0
  internal_power_uw: 43.6
  power.static_leakage_nw: 0.154
  net_switching_share_of_the_total_power: 0.403
  power.combinational.fraction: 1.000
  seq_power_share: 0
place:
  place.detailed.hpwl_um: 423
  port_buffers: 11
  finalWeightedCongestion: 0.768
floorplanning:
  floorplan_die_height_um: 80
  fp_util: 0.0322
  design.core.area_mm2: 0.00342
  die_area_mm2: 0.00640
  chipWidth_um: 80
  floorplan.io_pins: 11
  rows: 21
synth:
  netlist_area_um2: 110
  synth_chip_area_um2: 110
  post_synth_fa_ha_maj_area_fraction: 0.227
  synth_compound_gate_area_share: 0.0682
  synthMuxAreaShare: 0
  ys_cells: 16
  syn_area_per_cell_um2: 6.88
  netlist_instances: 16
  post_synth_xor_area_fraction: 0.159
  simple_gate_share: 0.477
  ys_seq_frac: 0
  synth.logic.top_family: "simple AND/OR/NAND/NOR gates"
  yosys.cell_types.count: 11
  ys.warnings.count: 1
min_path:
  timing.hold.worst.start: "BCD[1]"
  worst_hold_path.endpoint: "SevenSeg[4]"
  hold_path_cell_cnt: 4
  min-delay-path-class: "in -> out"
layout:
  drive_gt1_frac: 0.484
  flow.area_growth_from_synthesis_pct: 212
  clock_buffers: 0
  register_area_um2: 0
  utilization: 0.101
  layout.sequential_cells: 0
  fillers: 399
setup_path:
  criticalPathCategory: "in -> out"
  cp-end-kind: "output port"
  slowest_stage: "dlygate4sd2_1"
  cp.required_ns: 1.20
  worstSetupPathDepth: 6
  cp_max_fo: 5
  cp_cell_sequence: "buf_2 -> buf_6 -> and2b_1 -> xnor2_1 -> nor3_2 -> dlygate4sd2_1"
  crit_arrival_ns: 1.16
  crit_path_start_kind: "input port"
  worst_stage_delay_on_the_critical_path_ns: 0.24
  timing.critical_path.max_delay_family: "buffers and inverters"
  path_buffers: 3
routing:
  via_density_per_instance: 2.06
  drt_first_pass_iters: 2
  remaining_drc_errors: 0
  drt-initial-drc-count: 1
  detail_route.wl_per_cell_um: 6.86
  antenna_cells: 0
  num_vias: 159
  antenna_left: 0
  route.final.wire_length_um: 528
timing:
  min_period_ns: 1.46
  setup_viol: 0
  worst-slew-pin-transition_ns: 0.197
  slew_headroom: 0.869
  hold_violations: 0
  fmax_ghz: 0.686
  fin_worst_hold_slack_ns: 1.02
  timing.final.max_slew_violations: 0
  layout_worst_path_cycle_share: 0.972
job:
  warnings: 33
  cap_viol_max_count: 0
clock_network:
  number_of_hold_buffers_added_after_cts: 0
how the worst max path moves through the flow:
stage          start           to  slack, ns
finish        BCD[0]  SevenSeg[3]       0.04
global route  BCD[0]  SevenSeg[3]      -0.03
CTS           BCD[0]  SevenSeg[4]      0.007
final cells by class:
type / count / area, µm² / share of cell area
multi-input cells: 14 / 150 / 0.436
well taps: 46 / 57.6 / 0.167
repair buffers: 15 / 129 / 0.375
inverters: 2 / 7.51 / 0.0218
metal layers:
layer,global-route usage,part of all wire,vias up
li1,-,-,84
met1,0.0218,0.46,67
met2,0.0257,0.38,8
met3,0.00568,0.16,0
met4,0,0,0
met5,0,0,-
placed cells by master, fill, tap and decap left out:
cell and count:
a211oi_1 1, and2_1 1, and2b_1 1, buf_2 2, buf_4 3, buf_6 2, dlygate4sd2_1 7, dlymetal6s2s_1 1
ha_4 2, inv_1 1, inv_2 1, nand2_1 1, nor2_2 1, nor2_4 1, nor3_1 2, nor3_2 1
nor3b_2 1, xnor2_1 1, xnor2_2 1
metrics by stage:
step / TNS (ns) / setup slack (ns) / cells / area [µm²]
3_3_place_gp: -3.81 / -0.590 / 77 / 308
4_1_cts: 0 / 0.00651 / 77 / 327
5_1_grt: -0.0349 / -0.0349 / 77 / 344
6_report: 0 / 0.0424 / 77 / 344
3_5_place_dp: -3.80 / -0.585 / 77 / 308
2_1_floorplan: 0 / 0.473 / 16 / 110
synthesized netlist by cell type:
cell / n / share of area
nor3_1: 2 / 0.091
and2b_1: 1 / 0.068
nor2_1: 2 / 0.068
inv_1: 2 / 0.068
nor3b_1: 1 / 0.068
and2_1: 1 / 0.057
nand2_1: 1 / 0.034
a211oi_1: 1 / 0.068
ha_1: 2 / 0.23
xnor2_1: 2 / 0.16
nor3_2: 1 / 0.091
cells by family (layout without fill, tap and decap cells):
family | Yosys count | after routing
AND-OR/OR-AND | 1 | 1
XOR/XNOR | 2 | 2
adder cells (fa/ha/maj) | 2 | 2
AND/OR/NAND/NOR | 9 | 9
buffers and inverters | 2 | 17
power groups by stage:
stage	combinational (mW)	clock (mW)	sequential, mW
final	0.0731	0	0
after global routing	0.0846	0	0
after CTS	0.0722	0	0
what timing repair did:
item,CTS,global route
buffers inserted,0,0
setup endpoints to repair,7,2
gates resized,29,3
pin swaps,1,0
worst min-delay path, cell delays in order:
cell	delay, ns
buf_4	0.11
ha_4	0.16
nor2_4	0.03
dlymetal6s2s_1	0.12
Power figures rest on the tool's default switching activity, not on a simulated workload.
