## flow/config.mk

```make
export PLATFORM = sky130hd
export DESIGN_NAME = BinaryToBCD
export DESIGN_NICKNAME = BinaryToBCD
export VERILOG_FILES = /design/flow/design.v
export SDC_FILE = /design/flow/constraint.sdc
export NUM_CORES = 4
export LEC_CHECK = 1
export CORE_AREA = 10 10 70 70
export DIE_AREA = 0 0 80 80
```

## flow/constraint.sdc

```tcl
current_design BinaryToBCD

set clk_period 4.7
set clk_io_pct 0.2

create_clock -name clk0 -period $clk_period

set non_clock_inputs [all_inputs -no_clocks]
set_input_delay [expr $clk_period * $clk_io_pct] -clock clk0 $non_clock_inputs
set_output_delay [expr $clk_period * $clk_io_pct] -clock clk0 [all_outputs]
```

## flow/design.v

```verilog
module BinaryToBCD (	
	input [6:0] Binary,		 
	output reg [7:0] BCD		 
);
	integer i;
	reg [7:0] Temp1;
	reg [11:0] Temp2;
	always @ (Binary)
		begin
			Temp2 = {11'b0};
			Temp1 = {1'b0, Binary [6:0]};
			for (i = 0; i <= 7; i = i+1)
				begin
					Temp2 = {Temp2 [10:0], Temp1 [7-i]};
					if(i < 7 && Temp2 [3:0] > 4'd4)
						begin
							Temp2 [3:0] = Temp2 [3:0] + 4'd3;
						end
					if(i < 7 && Temp2 [7:4] > 4'd4)
						begin
							Temp2 [7:4] = Temp2 [7:4] + 4'd3;
						end
				end
			BCD = Temp2 [7:0];
		end
endmodule
```

## flow/run.sh

```bash
#!/bin/bash
# OpenROAD 26Q1-2900-gdf79404cd8, Yosys 0.63+post, stock flow scripts
make -C /OpenROAD-flow-scripts/flow DESIGN_CONFIG=/design/flow/config.mk WORK_HOME=/design/flow/orfs finish
```

==> GITHUB_STEP_SUMMARY <==
### Flow metrics

| Metric | Value |
|---|---|
| Top cells by count | nor2_1 (9), ha_1 (7), inv_1 (7), nand2_1 (7), o21ai_0 (5) |
| Worst setup SP type | primary input |
| CP startpoint | Binary[4] |
| Status | finished clean |
| Remaining design rule violation count | 0 |
| N_diodes | 0 |
| Area Growth Syn to Fin | 58.54% |
| Worst Hold Class | primary input to primary output |
| First-pass GRT wire length | 2484 µm |
| Initial core utilization | 0.1758 |
| Top cell area share | 0.1458 |
| Highest fanout seen on the critical path | 2 |
| Pre-CTS WS | -0.4243 ns |
| Slew Viols, Final | 0 |
| Synth Area in Compound Gates | 0.2396 |
| Post-Layout Cell Count | between 150 and 200 |
| DRT iter0 DRCs | 24 |
| Instance count of the mapped netlist | approximately 80 |
| CP Capture Type | primary output |
| Initial antenna violation count | 0 |
| Syn_area_per_cell | around 7.5 µm² |
| Vias in the first global route | about 590 |
| Synth unique cells | 34 |
| Arrival @ worst endpoint | about 3.6 ns |
| Slew HR | 0.6849 |
| Syn Std Cell Area | 600.6 µm² |
| OpenROAD warnings | 37 |
| Number of placed cells counting well taps | around 150 |
| Max-cap violations | 0 |
| GR peak layer | met2 |
| Final setup vio count | 0 |
| Pwr Density | approximately 140 nW/µm² |
| Worst Hold Slack | between 1.5 and 2 ns |
| Fmax | 0.2196 GHz |
| Tmin final | 4.554 ns |
| Via/cell ratio | between 4 and 5 |
| Post-layout period usage | 0.9690 |
| Final core occ | 0.2788 |
| I/O Buffers | 13 |
| FP Rows | 21 |
| Die height | 80 µm |
| Worst EP required | 3.76 ns |
| Synth mux share | 0.1042 |
| Yosys cell count | roughly 80 |
| Tightest Pin Transition | around 0.47 ns |
| Sequential-to-total area share from yosys stat | 0 |
| Met1 Track Usage GR | 0.06684 |
| Yosys xor share | 0.08333 |
| DR pass1 iterations | 2 |
| Met3 Track Usage GR | 0.005682 |
| Largest net degree at the start of global routing | 12 |
| Count leader, synth | nor2_1 |
| Die width | roughly 80 µm |
| Power consumption | 0.1326 mW |
| Dominant combinational family | simple AND/OR/NAND/NOR gates |
| Simple share | 0.2667 |
| Chip area | 6400 µm² |
| Register area | 0 µm² |
| Final hold violation count | 0 |
| Grt met2 use | 0.06822 |
| P_leak | about 0.39 nW |
| Top cells by area | ha_1 (15%), mux2i_1 (6.7%), nor2_1 (5.6%), clkbuf_8 (4.6%), inv_1 (4.4%) |
| Layout cell share with drive strength beyond 1 | 0.3981 |
| Wire length per cell | approximately 9 µm |
| Yosys top cell by area | ha_1 |
| I/O Pins | 15 |
| Post-synth area from yosys stat | approximately 600 µm² |
| Final ANT Viol Nets | 0 |
| Post-DP HPWL | ~1200 µm |
| Worst Setup Path Type | primary input to primary output |
| Warnings, synthesis | 1 |
| Gr usage total | 0.04416 |
| Total Wirelength | 1417 µm |
| Min-delay src | Binary[0] |
| Crit path setup slack, layout | 0.1457 ns |
| Vias | about 620 |
| Hold Buf Count CTS | 0 |
| Core area | between 3000 and 4000 µm² |
| Fillers | about 370 |
| FA/HA/MAJ Cells, Area Fraction | 0.1458 |
| Flop count | 0 |
| IR drop worst, VDD | around 0.028 mV |
| Gr ovfl total | 0 |
| Clock Buffer Count | 0 |
| Gpl congestion | 0.8438 |
-- metal layers --
layer	up-vias	wire, µm
li1	343	-
met3	0	70
met5	-	0
met1	268	778
met2	9	568
met4	0	0
-- worst paths after layout --
path	end	slack, ns	cells after the start
setup / recovery	BCD[5]	0.15	15
hold / removal	BCD[0]	1.88	0
-- repair_timing --
item,4_1_cts,5_1_grt
buffers inserted,1,0
endpoints found under the setup margin,7,5
gates resized,14,9
pin swaps,4,4
-- cells in the final DEF (no fill, tap or decap), types with 3 or more instances in the layout --
cell / n
buf_4: 22
clkdlybuf4s50_1: 9
nor2_1: 8
nand2_1: 7
inv_1: 5
mux2i_1: 4
o21ai_0: 4
nand3_1: 3
a21oi_1: 3
nand4_1: 3
ha_2: 3
-- layout make-up --
type | count | area (µm²) | area share
timing repair buffer | 35 | 292.8 | 0.3075
tap | 46 | 57.56 | 0.06045
inverter | 7 | 26.28 | 0.02760
multi-input combinational | 66 | 575.6 | 0.6045
-- cells by family (layout without fill, tap and decap cells) --
kind of cell,after synthesis,after routing
compound gates,19,19
xor+xnor,4,4
fa+ha+maj,7,7
buf+inv,14,42
mux,6,6
simple gates,30,30
-- report_power, final --
part | leakage, nW | total (mW) | internal [mW] | switching (mW)
combinational | 0.390 | 0.133 | 0.0790 | 0.0536
clock | 0 | 0 | 0 | 0
sequential | 0 | 0 | 0 | 0
total | 0.390 | 0.133 | 0.0790 | 0.0536
-- worst max-delay path, cell delays in order --
cell and delay [ns]:
clkdlybuf4s15_1 0.20, inv_2 0.06, ha_4 0.15, buf_4 0.13
ha_1 0.18, or2b_2 0.16, mux2i_1 0.06, or3_4 0.38
o21bai_4 0.18, xnor2_2 0.16, ha_2 0.20, inv_1 0.04
ha_2 0.18, xnor2_1 0.12, clkdlybuf4s50_1 0.47
-- stage by stage --
stage                     area, µm²  setup TNS [ns]
final                         952.2               0
after global routing          952.2     -0.00007017
after CTS                     920.9               0
after detailed placement      875.8          -1.314
after global placement        875.8         -0.9684
after floorplan               600.6               0
No activity file was given, so power comes from the tool's default toggle rates.
